$ cat design/flow/design.v
module clockDiv(input clk,
output reg clk1);
reg[27:0] counter=28'd0;
parameter DIVISOR = 28'd10000000;
always @(posedge clk)
begin
	counter <= counter + 28'd1;
	if(counter>=(DIVISOR-1))
	counter <= 28'd0;
	clk1 <= (counter<DIVISOR/2)?1'b1:1'b0;
end
endmodule
$ cat design/flow/run.sh
#!/bin/bash
# OpenROAD 26Q1-2900-gdf79404cd8, Yosys 0.63+post, stock flow scripts
make -C /OpenROAD-flow-scripts/flow DESIGN_CONFIG=/design/flow/config.mk WORK_HOME=/design/flow/orfs finish
$ cat design/flow/config.mk
export PLATFORM = sky130hd
export DESIGN_NAME = clockDiv
export DESIGN_NICKNAME = clockDiv
export VERILOG_FILES = /design/flow/design.v
export SDC_FILE = /design/flow/constraint.sdc
export NUM_CORES = 4
export LEC_CHECK = 1
export CORE_AREA = 10 10 90 90
export DIE_AREA = 0 0 100 100
$ cat design/flow/constraint.sdc
current_design clockDiv

set clk_period 2.9
set clk_io_pct 0.2

create_clock -name clk0 -period $clk_period [get_ports {clk}]

set non_clock_inputs [all_inputs -no_clocks]
set_input_delay [expr $clk_period * $clk_io_pct] -clock clk0 $non_clock_inputs
set_output_delay [expr $clk_period * $clk_io_pct] -clock clk0 [all_outputs]
==> changes_impl.md <==
### Metrics

* Asr flop ratio synth at 0
* Crit-path max FO at 7
* TritonCTS buffer count at 5
* Die x size at 100 µm
* Layout cell share with drive strength beyond 1 at 0.0759
* Crit path DAT at 2.31 ns
* Peak VDD IR at 0.000248 V
* Post-route cell area at 1520 µm²
* Primary FF master, synth: dfxtp_1
* Hold path endpoint: counter[0]$_SDFF_PP0_
* Clock skew at 0.00679 ns
* Syn avg cell area at 8.71 µm²
* Fmax achieved at 0.475 GHz
* Routed Antenna Nets at 0
* Total die size at 10000 µm²
* Worst hold stages at 1
* First-pass GRT wire length at 4800 µm
* Vias/cell at 4.73
* TNS Setup at 0 ns
* CTS Buffer Depth at 2
* CTS Hold Buffers Added at 0
* GRT overflow at 0
* Combinational fraction of design power at 0.008
* FP Core Util at 0.216
* CTS Sinks at 29
* Synth Cell Area at 1360 µm²
* Initial DRC count at 75
* DRC violations left at 0
* Reg power frac at 0.558
* Clock latency on the worst-skew pair at 0.28 ns
* Final Max Slew Viols at 0
* Io pins at 2
* RSZ-0062 raised after global routing: false
* Post-CTS setup buffer count at 0
* RR Endpoint: counter[16]$_SDFF_PP0_
* Psw at 0.154 mW
* Post-CTS Resized at 0
* Post-layout period usage at 0.725
* Core Area at 6280 µm²
* FF-to-FF Start: counter[0]$_SDFF_PP0_
* H-Tree Depth at 2
* Synthesized instance count at 156
* Register-to-register setup slack at 0.80 ns
* Dpl hpwl at 1750 µm
* Log Warnings at 25
* Switching share of power at 0.212
* Startpoint types: flop
* Final Total Pwr at 0.723 mW
* Final core occ at 0.241
* CTS Root Buffer Type: clkbuf_8
* Seq/Total Area, Yosys at 0.427
* Internal power at 0.570 mW
* Crit Path Class: reg2reg
* CTS tree: built
* Power Density at 477 nW/µm²
* Slew HR at 0.520
* Run status: completed
* Critical Path End Type: flop
* Number of enable flip-flop cells at 0
* Clock transition at path regs at 0.06 ns
* Seq cells post-synth at 29
* Hold crit path type: reg2reg
* Most common logic cells in the final layout: dfxtp_1, nor3_1, xnor2_1, nand2_1
* Final Hold Fails at 0
* DR pass1 iterations at 4
* Area after DPL at 1430 µm²
* Required @ worst endpoint at 3.11 ns
* Via count at 1112
* # rows at 29
* Hold_sp: counter[0]$_SDFF_PP0_
* Post-synthesis cell type count at 37
* # Cells Yosys at 156
* Clock share of power at 0.434
* Chip Area, Yosys at 1360 µm²
* Detailed Route WL at 2650 µm
* MaxCap Viol Count at 0
* Commonest Layout Cell: dfxtp_1
* WL/cell at 11.3 µm
* I/O Buffers at 1
* GPL Wtd Cong at 0.823
* Vias in the first global route at 1053
* P_leak at 0.431 nW
* GRT Total Usage at 0.0555
* Pin count of the biggest net entering global routing at 25
* Chip height at 100 µm
* Fin crit period at 2.10 ns
* Area Overhead vs Synth at 11.5%
* Inserted Diodes at 0
* Worst-margin pin slew at 0.720 ns
* Setup-failing EPs final at 0
* Yosys warns at 1
* Initial antenna violation count at 0
* R2r worst-path depth at 5
* Hold slack at 0.495 ns
## area by class of cell
type | count | area (µm²)
Timing Repair Buffer | 2 | 17.5
Fill cell | 672 | 4760
Clock buffer | 6 | 72.6
Inverter | 5 | 18.8
Multi-Input combinational cell | 114 | 719
Sequential cell | 29 | 581
Clock inverter | 2 | 10.0
Tap cell | 77 | 96.3
## logic make-up (layout without fill, tap and decap cells)
logic type	after synthesis	after routing	synth area share
and+or+nand+nor	70	70	0.297
adders and majority gates	1	1	0.00921
other	1	4	0.00276
buffers and inverters	16	15	0.0516
xor gates and xnor gates	13	13	0.0838
DFF	29	29	0.427
AOI/OAI and AO/OA	26	26	0.129
## synthesized netlist by cell type, drive strengths merged (3+ instances only)
cell type  instances  area (µm²)
clkbuf             6        22.5
xnor2             11        96.3
buf                5        28.8
nand3              8        40.0
a211oi             3        27.5
or3                6        37.5
a21oi              6        30.0
dfxtp             29         581
nand2              9        33.8
nand4              7        65.1
inv                5        18.8
nor3              21         105
or4                4        30.0
o21ai              8        40.0
nor2               6        22.5
## metal layers
layer	vias up	part of all wire	track usage
li1	573	-	-
met1	515	0.53	0.0791
met2	20	0.40	0.0821
met3	4	0.058	0.0194
met4	0	0.0094	0.00543
met5	-	0	0
## worst max-delay path, cell delays in order (launching register included)
cell and delay, ns:
dfxtp_1 0.37, ha_1 0.20, nand3_1 0.26, or4_1 0.72
or3_1 0.36, a21oi_1 0.13
## flip-flops by register name (all words and copies together), names as in the netlist
signal / flops
counter: 28
clk1: 1
## how the worst max path moves through the flow
stage,startpoint,endpoint,slack [ns],depth (start not counted)
CTS,counter[0]$_SDFF_PP0_,counter[16]$_SDFF_PP0_,0.79,5
global route,counter[0]$_SDFF_PP0_,counter[22]$_SDFF_PP0_,0.61,5
finish,counter[0]$_SDFF_PP0_,counter[16]$_SDFF_PP0_,0.80,5
## per-stage QoR
stage,std cells,worst slack (ns)
CTS,235,0.791
detailed placement,227,0.814
global placement,227,0.830
finish,235,0.797
global route,235,0.608
floorplan,159,1.03
## power by group through the flow
stage | registers [mW] | clock network (mW) | logic, mW
4_1_cts | 0.404 | 0.324 | 0.00612
5_1_grt | 0.404 | 0.342 | 0.00705
6_report | 0.404 | 0.314 | 0.00600
Power and IR drop assume default switching activity.
